[flow/config.mk]
export PLATFORM = sky130hd
export DESIGN_NAME = BCD
export DESIGN_NICKNAME = BCD
export VERILOG_FILES = /design/flow/design.v
export SDC_FILE = /design/flow/constraint.sdc
export NUM_CORES = 4
export LEC_CHECK = 1
export CORE_AREA = 10 10 102 102
export DIE_AREA = 0 0 112 112
[flow/constraint.sdc]
current_design BCD

set clk_period 19.1
set clk_io_pct 0.2

create_clock -name clk0 -period $clk_period

set non_clock_inputs [all_inputs -no_clocks]
set_input_delay [expr $clk_period * $clk_io_pct] -clock clk0 $non_clock_inputs
set_output_delay [expr $clk_period * $clk_io_pct] -clock clk0 [all_outputs]
[flow/design.v]
`timescale 1ns / 1ps
module BCD(
input [12:0] num,
output reg [3:0] Thousands,
output reg [3:0] Hundreds,
output reg [3:0] Tens,
output reg [3:0] Ones
);
integer i;
always @(num)
    begin
         Thousands = 4'd0;
         Hundreds = 4'd0;
         Tens = 4'd0;
         Ones = 4'd0;
    for (i = 12; i >= 0 ; i = i-1 )
        begin
            if(Thousands >= 5)
                Thousands = Thousands +3;
            if(Hundreds >= 5 )
                Hundreds = Hundreds + 3;
            if (Tens >= 5 )
                Tens = Tens + 3;
             if (Ones >= 5)
                Ones = Ones +3;
            Thousands = Thousands << 1;
            Thousands [0] = Hundreds [3];
             Hundreds = Hundreds << 1;
             Hundreds [0] = Tens [3];
             Tens = Tens << 1;
             Tens [0] = Ones[3];
             Ones = Ones << 1;
             Ones[0] = num[i];
end 
end
endmodule
[flow/run.sh]
#!/bin/bash
# OpenROAD 26Q1-2900-gdf79404cd8, Yosys 0.63+post, stock flow scripts
make -C /OpenROAD-flow-scripts/flow DESIGN_CONFIG=/design/flow/config.mk WORK_HOME=/design/flow/orfs finish
==> CHANGELOG.md <==
### Changed

- Drt drc: 0
- Crit-path max FO: 8
- Die X: 112 um
- Sequential cell area: 0 um2
- CP max-delay cell: clkdlybuf4s50_1
- IO Port Bufs: 27
- Worst slew margin: 51.9%
- Max-cap viol count: 0
- Vias in the first global route: 2,753
- Post-Synthesis Cells: 420
- Final antenna-violating net count: 0
- Flop Count: 0
- CP arrival: 13,430 ps
- Slowest cell delay on critical path: 500 ps
- Layout cells sized above 1: 11.7%
- Floorplan utilization: 36.6%
- Gr ovfl total: 0
- Startpoint Class: input port
- Via count: 3,092
- DRT Wirelength: 6580 um
- Kind of critical path: input port to output port
- Buffer and inverter count on the worst path: 8
- Pin count of the biggest net entering global routing: 27
- Hold Vio Cnt, Final: 0
- Post-Syn Area: 3010 um2
- Peak Freq: 58.0 MHz
- Area after DPL: 3330 um2
- First-pass GRT wire length: 11,900 um
- CLK BUF: 0
- Area figure in the yosys stat output: 3010 um2
- Vias/cell: 5.79
- Status: finished clean
- Ys cells: 420
- Final instance area: 3330 um2
- OpenROAD warning count: 36
- Measured slew at the worst slew-check pin: 719 ps
- Setup_tns: 0 ps
- Initial antenna violation count: 0
- P&R area growth vs syn: 10.7%
- Dpl hpwl: 5150 um
- Row cnt: 33
- Syn Area/Cell: 7.16 um2
- Final min period: 17,250 ps
- Die Ht: 112 um
- Final setup vio count: 0
- Post-synth cell types: 86
- RSZ-0062 raised after global routing: false
- Initial detailed-routing violation count: 117
- Io pins: 29
- Post-CTS Resized: 0
- Crit share post-route: 90.3%
- Pre-antenna DRT Iters: 4
- Final GP Congestion: 0.850
- Worst hold-check path type: input port to output port
- DR WL/cell: 12.3 um
- Cts hold-fix bufs: 0
- Core Box Area: 8220 um2
- # diodes: 0
- Slew Viols, Final: 0
- Most used cell along the critical path: ha_1
- Synth Seq Share: 0%
- Chip footprint: 12,500 um2
- Tot GR Track Use: 10.0%
- Crit path max-delay family: AND-OR/OR-AND gates
- Yosys Warn Count: 1
- CP required: 15,280 ps
- Crit. End Element: output port
- Post-CTS Setup Bufs: 0
## routing by layer
| metal | GRT usage (%) | vias up | part of all wire [%] |
|---|---|---|---|
| met2 | 17.1 | 56 | 46 |
| met3 | 0.706 | 0 | 3.1 |
| met5 | 0 | - | 0 |
| met4 | 0.677 | 0 | 0 |
| met1 | 14.0 | 1389 | 51 |
| li1 | - | 1647 | - |
## layout by cell type, fill, tap and decap left out, drive strengths merged, types with 4 or more instances in the layout
master and instances:
a211o 4, a211oi 7, a21boi 6, a21o 8
a21oi 36, a311oi 4, a31oi 10, a32oi 6
and2 6, and3 7, clkdlybuf4s50 27, ha 20
inv 23, mux2 9, mux2i 8, nand2 30
nand2b 9, nand3 10, nor2 37, nor2b 6
nor3 12, nor4 4, o211ai 4, o21a 8
o21ai 36, o22ai 5, o2bb2ai 4, o31ai 6
or3 6, xnor2 12, xor2 5
## final timing paths
path,start,endpoint,slack (ps),depth (start not counted)
max,num[11],Thousands[2],1850,44
min,num[0],Ones[0],7640,0
## cell usage after synthesis, types with 5 or more instances
library cell	count	area, um2
nor2_1	35	131
a21oi_1	32	160
nand2_1	29	109
o21ai_0	27	135
ha_1	20	250
inv_1	20	75.1
clkbuf_1	14	52.6
nor3_1	12	60.1
a31oi_1	10	62.6
nand3_1	10	50.1
nand2b_1	9	56.3
o21a_1	8	60.1
a211oi_1	7	52.6
and3_1	7	43.8
xnor2_1	7	61.3
a21o_1	6	45.0
and2_1	6	37.5
mux2i_1	6	60.1
nor2b_1	6	37.5
o21ai_1	6	30.0
mux2_2	5	56.3
o22ai_1	5	31.3
or3_1	5	31.3
## layout make-up
class | count | area (um2)
Tap cell | 105 | 131
Multi-Input combinational cell | 376 | 2820
Inverter | 23 | 86.3
Timing Repair Buffer | 30 | 293
Fill cell | 835 | 4880
## through the flow
| stage | hold slack [ps] | utilization (%) | std cells | setup slack (ps) |
|---|---|---|---|---|
| finish | 7640 | 40.6 | 534 | 1850 |
| floorplan | 7690 | - | 420 | 3820 |
| detailed placement | 7640 | 40.6 | 534 | 1880 |
| global placement | 7640 | 40.6 | 534 | 2190 |
| CTS | 7640 | 40.6 | 534 | 1850 |
| global route | 7640 | 40.6 | 534 | 772 |
## cell families (layout without fill, tap and decap cells)
group / after synthesis / after routing / synth area share, %
AND-OR/OR-AND: 178 / 178 / 46.1
AND/OR/NAND/NOR: 144 / 144 / 25.1
buffers and inverters: 44 / 53 / 6.24
adder cells (fa/ha/maj): 20 / 20 / 8.32
XOR/XNOR: 17 / 17 / 7.32
multiplexers: 17 / 17 / 6.94
